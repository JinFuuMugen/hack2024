`flow/config.mk`:
```
export PLATFORM = sky130hd
export DESIGN_NAME = liteic_priority_cd
export DESIGN_NICKNAME = liteic_priority_cd
export VERILOG_FILES = /design/flow/design.v
export SDC_FILE = /design/flow/constraint.sdc
export NUM_CORES = 4
export LEC_CHECK = 1
export CORE_AREA = 10 10 82 82
export DIE_AREA = 0 0 92 92
```
`flow/constraint.sdc`:
```
current_design liteic_priority_cd

set clk_period 7.7
set clk_io_pct 0.2

create_clock -name clk0 -period $clk_period

set non_clock_inputs [all_inputs -no_clocks]
set_input_delay [expr $clk_period * $clk_io_pct] -clock clk0 $non_clock_inputs
set_output_delay [expr $clk_period * $clk_io_pct] -clock clk0 [all_outputs]
```
`flow/design.v`:
```
interface axi_lite_if #(
    parameter ADDR_WIDTH = 32,
    parameter DATA_WIDTH = 32,
    parameter RESP_WIDTH = 1
);
localparam STRB_WIDTH = (DATA_WIDTH + 7) / 8;
logic [ ADDR_WIDTH-1:0 ]  ar_addr;
logic [            3:0 ]  ar_qos;
logic                     ar_valid;
logic                     ar_ready;
logic [ DATA_WIDTH-1:0 ]  r_data;
logic [ RESP_WIDTH-1:0 ]  r_resp;
logic                     r_valid;
logic                     r_ready;
logic [ ADDR_WIDTH-1:0 ]  aw_addr;
logic [            3:0 ]  aw_qos;
logic                     aw_valid;
logic                     aw_ready;
logic [ DATA_WIDTH-1:0 ]  w_data;
logic [ STRB_WIDTH-1:0 ]  w_strb;
logic                     w_valid;
logic                     w_ready;
logic [ RESP_WIDTH-1:0 ]  b_resp;
logic                     b_valid;
logic                     b_ready;
modport sp (
    input ar_addr, ar_valid, ar_qos,   output ar_ready,
    input r_ready,                     output r_data, r_resp, r_valid,
    input aw_addr, aw_valid, aw_qos,   output aw_ready,
    input w_data, w_strb, w_valid,     output w_ready,
    input b_ready,                     output b_resp, b_valid
);
modport mp (
    output ar_addr, ar_valid, ar_qos,  input ar_ready,
    output r_ready,                    input r_data, r_resp, r_valid,
    output aw_addr, aw_valid, aw_qos,  input aw_ready,
    output w_data, w_strb, w_valid,    input w_ready,
    output b_ready,                    input b_resp, b_valid
);
modport sp_read (
    input ar_addr, ar_valid, ar_qos,   output ar_ready,
    input r_ready,                     output r_data, r_resp, r_valid
);
modport sp_write (
    input aw_addr, aw_valid, aw_qos,   output aw_ready,
    input w_data, w_strb, w_valid,     output w_ready,
    input b_ready,                     output b_resp, b_valid
);
modport mp_read (
    output ar_addr, ar_valid, ar_qos,  input ar_ready,
    output r_ready,                    input r_data, r_resp, r_valid
);
modport mp_write (
    output aw_addr, aw_valid, aw_qos,  input aw_ready,
    output w_data, w_strb, w_valid,    input w_ready,
    output b_ready,                    input b_resp, b_valid
);
endinterface
module liteic_priority_cd #(
    parameter IN_WIDTH = 32,
    parameter OUT_WIDTH = $clog2(IN_WIDTH),
    parameter IC_NUM_MASTER_SLOTS = 20
)(
    input  logic [IN_WIDTH-1:0]  in,
    output logic [IN_WIDTH-1:0]  onehot,
    output logic [OUT_WIDTH-1:0] out
);
    logic [IN_WIDTH-1:0] reversed;
    logic [IN_WIDTH-1:0] procesed;
    logic [IN_WIDTH-1:0] mask [OUT_WIDTH-1:0];
    assign procesed = (reversed & (reversed - 'b1)) ^ reversed;
    for (genvar i = 0; i < IN_WIDTH; i = i + 1) begin : reverse_position_gen
        assign reversed[i] = in[IN_WIDTH-1-i];
        assign onehot[i] = procesed[IN_WIDTH-1-i];
    end
    for (genvar j = 0; j < OUT_WIDTH; j = j + 1) begin : binary_out_gen
        for (genvar i = 0; i < IN_WIDTH; i = i + 1) 
            assign mask[j][i] = (i >> j) & 1;
        assign out[j] = |(onehot & mask[j]);
    end
endmodule
```
`flow/run.sh`:
```
#!/bin/bash
# OpenROAD 26Q1-2900-gdf79404cd8, Yosys 0.63+post, stock flow scripts
make -C /OpenROAD-flow-scripts/flow DESIGN_CONFIG=/design/flow/config.mk WORK_HOME=/design/flow/orfs finish
```
==> run_summary.xml <==
<?xml version="1.0" encoding="UTF-8"?>
<metrics>
  <group name="floorplanning">
    <metric name="fp.dieH" unit="um">92</metric>
    <metric name="floorplan.rows" unit="">26</metric>
    <metric name="core" unit="mm2">0.00507</metric>
    <metric name="die-width" unit="um">92</metric>
    <metric name="floorplanUtilization" unit="%">14.9</metric>
    <metric name="io_pins" unit="">69</metric>
    <metric name="chip_area" unit="mm2">0.00846</metric>
  </group>
  <group name="setup_path">
    <metric name="worst_setup_path_start_kind" unit="">primary input</metric>
    <metric name="cp.arrival" unit="ps">4080</metric>
    <metric name="timing.critical_path.from" unit="">in[29]</metric>
    <metric name="timing.critical_path.max_delay_family" unit="">simple AND/OR/NAND/NOR gates</metric>
    <metric name="cp_num_buf_inv" unit="">2</metric>
    <metric name="critPathKind" unit="">primary input to output port</metric>
    <metric name="critical_path.cell_chain" unit="">clkdlybuf4s50_1, nor4_4, nand3_2, nor3_1, a31oi_1, nand4_1, clkdlybuf4s50_1</metric>
    <metric name="required" unit="ps">6160</metric>
    <metric name="max_stage_delay" unit="ps">520</metric>
    <metric name="critical_path.slowest_cell" unit="">sky130_fd_sc_hd__clkdlybuf4s50_1</metric>
    <metric name="path_depth" unit="">7</metric>
    <metric name="critPathCapture" unit="">out[0]</metric>
    <metric name="setup.worst_path.end_class" unit="">output port</metric>
    <metric name="worst_path_most_repeated_cell" unit="">sky130_fd_sc_hd__clkdlybuf4s50_1</metric>
    <metric name="crit_fanout" unit="">12</metric>
  </group>
  <group name="grt">
    <metric name="met3_usage" unit="%">2.72</metric>
    <metric name="met2_usage" unit="%">14.7</metric>
    <metric name="grt_pass1_vias" unit="">1169</metric>
    <metric name="gr-total-overflow" unit="">0</metric>
    <metric name="met1_usage_in_global_routing" unit="%">11.0</metric>
    <metric name="global_route_wire_length_before_repair" unit="um">6090</metric>
    <metric name="grt_usage" unit="%">8.61</metric>
    <metric name="gr-max-usage-layer" unit="">met2</metric>
    <metric name="antenna_found_initial" unit="">0</metric>
    <metric name="pin_count_of_the_biggest_net_entering_global_routing" unit="">13</metric>
  </group>
  <group name="timing">
    <metric name="period_needed" unit="ps">5620</metric>
    <metric name="final.setup.worst_slack" unit="ps">2080</metric>
    <metric name="max_slew.worst_pin.slew" unit="ps">569</metric>
    <metric name="max_freq" unit="MHz">178</metric>
    <metric name="timing.final.setup_violations" unit="">0</metric>
    <metric name="setup_tns" unit="ps">0</metric>
    <metric name="grt_setup_unrepaired" unit="">false</metric>
    <metric name="timing.slew.headroom" unit="%">61.7</metric>
    <metric name="finalHoldViolCount" unit="">0</metric>
    <metric name="slew_violations" unit="">0</metric>
    <metric name="fin_crit_sh" unit="%">73.0</metric>
  </group>
  <group name="finish">
    <metric name="final_area" unit="mm2">0.00151</metric>
    <metric name="n_sequential_cell" unit="">0</metric>
    <metric name="flow.area_growth_from_synthesis" unit="%">99.5</metric>
    <metric name="final_cells" unit="">259</metric>
    <metric name="drive_above_1_share" unit="%">5.29</metric>
    <metric name="n_fill_cell" unit="">578</metric>
    <metric name="final-seq-area" unit="um2">0</metric>
    <metric name="area.combinational" unit="um2">716</metric>
    <metric name="nClkBuffers" unit="">0</metric>
    <metric name="final_cell_mix" unit="">69 x sky130_fd_sc_hd__clkdlybuf4s50_1, 17 x sky130_fd_sc_hd__nor2_1, 17 x sky130_fd_sc_hd__nor3_1</metric>
    <metric name="mostFrequentLayoutCell" unit="">sky130_fd_sc_hd__clkdlybuf4s50_1</metric>
  </group>
  <group name="run_status">
    <metric name="outcome" unit="">finished, final reports clean</metric>
  </group>
  <group name="pwr">
    <metric name="peakVddDrop" unit="V">0.0000102</metric>
    <metric name="static_leakage_power" unit="nW">0.480</metric>
    <metric name="power.density_cell_area" unit="mW/mm2">28.3</metric>
  </group>
  <group name="worst_hold_path">
    <metric name="hold_class" unit="">primary input to output port</metric>
  </group>
  <group name="placed_design">
    <metric name="placed_instance_area" unit="mm2">0.00151</metric>
    <metric name="place_hpwl" unit="um">3430</metric>
    <metric name="place.detailed.instances" unit="">259</metric>
    <metric name="port_buffers" unit="">69</metric>
    <metric name="worst_case_setup_slack_after_placement" unit="ps">2070</metric>
    <metric name="finalWeightedCongestion" unit="">0.874</metric>
  </group>
  <group name="synthesis">
    <metric name="yosys-stat-area" unit="um2">758</metric>
    <metric name="yosys.stat.seqShare" unit="%">0</metric>
    <metric name="synth.lib_cells_used.distinct" unit="">40</metric>
    <metric name="synth.area.top_cells" unit="">sky130_fd_sc_hd__nor3_1 11%, sky130_fd_sc_hd__nor2_1 8.4%, sky130_fd_sc_hd__nor4b_1 6.9%, sky130_fd_sc_hd__nor4_1 5.8%, sky130_fd_sc_hd__and2_1 5.0%</metric>
    <metric name="synth-cells-yosys" unit="">123</metric>
    <metric name="netlist_instances" unit="">123</metric>
    <metric name="synth_top_cell_by_area" unit="">sky130_fd_sc_hd__nor3_1</metric>
    <metric name="synth_top_area_share" unit="%">11.2</metric>
    <metric name="synthesis.area" unit="um2">758</metric>
    <metric name="synth.yosys.warnings" unit="">2</metric>
    <metric name="average_cell_area_after_synthesis" unit="um2">6.16</metric>
  </group>
  <group name="detailed_routing">
    <metric name="vias_after_detailed_routing" unit="">1174</metric>
    <metric name="post-route-drc-count" unit="">0</metric>
    <metric name="detail_route.first_pass.iterations" unit="">4</metric>
    <metric name="initialDrtViolationCount" unit="">65</metric>
    <metric name="ant_nets" unit="">0</metric>
    <metric name="viasPerCell" unit="">4.53</metric>
    <metric name="wl_per_cell" unit="um">15.1</metric>
    <metric name="finalWirelength" unit="um">3920</metric>
    <metric name="antenna_cells" unit="">0</metric>
  </group>
  <group name="job">
    <metric name="drv.max_cap_violation_count" unit="">0</metric>
    <metric name="openroad.warnings" unit="">32</metric>
  </group>
  <group name="clock_network">
    <metric name="cts_hold_buf" unit="">0</metric>
    <metric name="post_cts.repair.setup_buffers" unit="">0</metric>
    <metric name="cts-resized-gates" unit="">0</metric>
  </group>
</metrics>
## synthesized netlist by cell type, types with 2 or more instances
master                       n
sky130_fd_sc_hd__nor3b_1     3
sky130_fd_sc_hd__nor2_1     17
sky130_fd_sc_hd__a21oi_1     6
sky130_fd_sc_hd__and2_2      2
sky130_fd_sc_hd__nor2b_1     5
sky130_fd_sc_hd__nand2_1     7
sky130_fd_sc_hd__and3_1      6
sky130_fd_sc_hd__nor4_1      7
sky130_fd_sc_hd__inv_1       5
sky130_fd_sc_hd__nor4b_1     6
sky130_fd_sc_hd__nand4_1     3
sky130_fd_sc_hd__o2111ai_1   2
sky130_fd_sc_hd__and2_1      6
sky130_fd_sc_hd__or4_1       2
sky130_fd_sc_hd__nor3_1     17
sky130_fd_sc_hd__o21ai_0     5
## final cells by class
cell class / instances / share of cell area, %
multi-input cells: 115 / 47.3
repair buffers: 69 / 45.7
well taps: 70 / 5.79
inverters: 5 / 1.24
## report_power, final
part	switching, mW	total [mW]	internal (mW)
Clock	0	0	0
Combinational	0.0189	0.0428	0.0239
Sequential	0	0	0
Total	0.0189	0.0428	0.0239
## metrics by stage
stage	utilization [%]	total power [mW]	hold slack [ps]
after floorplan	-	0.0124	3090
after global placement	29.8	0.0427	4000
after detailed placement	29.8	0.0427	4010
after CTS	29.8	0.0429	4020
after global routing	29.8	0.0467	4030
final	29.8	0.0428	4000
## worst min-delay path: stages
cell and delay, ps:
sky130_fd_sc_hd__clkdlybuf4s50_1 400, sky130_fd_sc_hd__nand4b_1 80, sky130_fd_sc_hd__nor2_1 40, sky130_fd_sc_hd__clkdlybuf4s50_1 400
## cell families (layout without fill, tap and decap cells)
group | count (synthesis) | after routing | share of synthesized area (%)
AND/OR/NAND/NOR | 95 | 95 | 76.9
AND-OR/OR-AND | 20 | 20 | 17.5
buffers and inverters | 8 | 74 | 5.61
## routing by layer
| metal | vias up | wire, um |
|---|---|---|
| met5 | - | 0 |
| met4 | 0 | 0 |
| met3 | 0 | 317 |
| met2 | 38 | 1830 |
| met1 | 521 | 1770 |
| li1 | 615 | - |
## worst min path at each step
stage	to	depth (start not counted)	from
after global routing	onehot[0]	4	in[0]
final	onehot[0]	4	in[0]
after CTS	onehot[0]	4	in[0]
No activity file was given, so power comes from the tool's default toggle rates.
